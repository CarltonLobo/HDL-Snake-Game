<file path="design.v">
`timescale 1ns / 1ps
module vga_controller(
    input  wire clk_25, reset,
    output reg h_sync, v_sync,
    output reg [9:0] coord_x, coord_y,
    output reg active_area
);
    localparam LEFT_PORCH		= 	48;
    localparam ACTIVE_WIDTH		= 	640;
    localparam RIGHT_PORCH		= 	16;
    localparam HORIZONTAL_SYNC	=	96;
    localparam TOTAL_WIDTH		=	800;
    localparam TOP_PORCH		= 	33;
    localparam ACTIVE_HEIGHT	= 	480;
    localparam BOTTOM_PORCH		= 	10;
    localparam VERTICAL_SYNC	=	2;
    localparam TOTAL_HEIGHT		=	525;
    reg h_sync_next, v_sync_next;
    reg [9:0] coord_x_next, coord_y_next;
    reg active_area_next;
    always @(posedge clk_25)
    begin
        if(reset)
        begin
            h_sync <= 0;
            v_sync <= 0;
            coord_x <= 0;
            coord_y <= 0;
            active_area <= 0;
        end
        else
        begin
            h_sync <= h_sync_next;
            v_sync <= v_sync_next;
            coord_x <= coord_x_next;
            coord_y <= coord_y_next;
            active_area <= active_area_next;
        end
    end
    always @(*)
    begin
        h_sync_next = coord_x >= RIGHT_PORCH + ACTIVE_WIDTH && 
                      coord_x < RIGHT_PORCH + ACTIVE_WIDTH + HORIZONTAL_SYNC;
        v_sync_next	= coord_y >= TOP_PORCH + ACTIVE_HEIGHT && 
                      coord_y < TOP_PORCH + ACTIVE_HEIGHT + VERTICAL_SYNC;
        if(coord_x == TOTAL_WIDTH - 1)
        begin
            coord_x_next = 0;
            if(coord_y == TOTAL_HEIGHT - 1)
                coord_y_next = 0;
            else
                coord_y_next = coord_y + 1;
        end
        else
        begin
            coord_x_next = coord_x + 1;
            coord_y_next = coord_y;
        end
        active_area_next = coord_x < ACTIVE_WIDTH && coord_y < ACTIVE_HEIGHT;
    end
endmodule
</file>
<file path="run.sh">
#!/bin/bash
# OpenROAD 26Q1-2900-gdf79404cd8, Yosys 0.63+post, stock flow scripts
make -C /OpenROAD-flow-scripts/flow DESIGN_CONFIG=/design/flow/config.mk WORK_HOME=/design/flow/orfs finish
</file>
<file path="config.mk">
export PLATFORM = sky130hd
export DESIGN_NAME = vga_controller
export DESIGN_NICKNAME = vga_controller
export VERILOG_FILES = /design/flow/design.v
export SDC_FILE = /design/flow/constraint.sdc
export NUM_CORES = 4
export LEC_CHECK = 1
export CORE_AREA = 10 10 91 91
export DIE_AREA = 0 0 101 101
</file>
<file path="constraint.sdc">
current_design vga_controller

set clk_period 4.5
set clk_io_pct 0.2

create_clock -name clk0 -period $clk_period [get_ports {clk_25}]

set non_clock_inputs [all_inputs -no_clocks]
set_input_delay [expr $clk_period * $clk_io_pct] -clock clk0 $non_clock_inputs
set_output_delay [expr $clk_period * $clk_io_pct] -clock clk0 [all_outputs]
</file>
==> results.json <==
{
  "outcome": "complete, no violations",
  "die_height_um": 101,
  "vias": 898,
  "ant_nets": 0,
  "setup_slack_ns": 2.25,
  "startpoint_type": "flop",
  "ys_top_cells_by_area": "dfxtp_1 (42%), xnor2_1 (7.9%), nor2_1 (7.8%)",
  "hold_viol": 0,
  "die_area_mm2": 0.0102,
  "ys_seq_share_pct": 41.5,
  "async_reset_ff_share_pct": 0,
  "worstPathArrival_ns": 1.35,
  "cts_num_sinks": 23,
  "dp_slack_ns": 2.35,
  "grt_pass1_vias": 827,
  "setup_viol": 0,
  "fillerInstances": 675,
  "syn_area_mm2": 0.00111,
  "total_power_mw": 0.349,
  "drc": 0,
  "power_density_mw_per_mm2": 237,
  "antenna_cells": 0,
  "critical-path-top-delay-family": "buffers and inverters",
  "slowest_stage": "clkdlybuf4s50_1",
  "path_clk_slew_ns": 0.08,
  "ys_cells": 126,
  "setup_tns_ns": 0,
  "cts_resized": 0,
  "crit_chain": "clkdlybuf4s50_1",
  "flop_cell": "dfxtp_1",
  "htreeDepth": 1,
  "path_buffers": 1,
  "drtPass1Iterations": 4,
  "synthDistinctLibCells": 31,
  "layout.cells.non_filler": 227,
  "cts_buffer_depth": 2,
  "finalCriticalPeriod_ns": 2.25,
  "finalCritPeriodShare_pct": 49.9,
  "critical_path_peak_fanout": 8,
  "io_buffers": 24,
  "regArea_um2": 460,
  "leakage_nw": 0.526,
  "fin_worst_skew_ns": 0.00562,
  "path_class": "flop to output pin",
  "worst_slew_pin_slew_ns": 0.551,
  "warnings": 29,
  "numCtsBuffers": 3,
  "final_util_pct": 23.2,
  "yosys_warnings": 1,
  "synth_chip_area_mm2": 0.00111,
  "top_area_share_pct": 41.5,
  "place_congestion": 0.813,
  "grt_max_degree": 14,
  "relSlewSlack_pct": 63.0,
  "grt_pass1_wl_mm": 4.37,
  "grt_use_total_pct": 5.18,
  "synthesis.instances": 126,
  "vias_per_cell": 3.96,
  "dp_cells": 223,
  "wl_per_cell_um": 11.4,
  "drv_cap": 0,
  "largest_area_cell": "dfxtp_1",
  "edf_count": 0,
  "logic_area_um2": 601,
  "vdd_ir_drop_max_v": 0.000126,
  "core_area_mm2": 0.00635,
  "cts_setup_buffers": 0,
  "cts_root_buf": "clkbuf_8",
  "first_iter_violations": 44,
  "pin_count": 25,
  "fmax_mhz": 445,
  "cts_tree": "yes",
  "cts_hold_buf": 0,
  "area.growth.synth_to_final_pct": 33.0,
  "wl_mm": 2.59,
  "cp_data_required_time_ns": 3.60,
  "cp-end-kind": "output pin",
  "rrSetupSlack_ns": 2.50,
  "rsz0062_at_grt": "false",
  "die_w_um": 101,
  "insertion_delay_ns": 0.26,
  "antenna_found_initial": 0,
  "ys_top_cells_by_count": "dfxtp_1 (23), nor2_1 (23), xnor2_1 (10), inv_1 (8), nand3_1 (6)",
  "fp_util_pct": 17.5,
  "drive_gt1_share_pct": 6.67,
  "hold_class": "flop to flop",
  "syn_avg_cell_area_um2": 8.80,
  "finalMaxSlewViolations": 0,
  "slowest_delay_ns": 0.55,
  "numSynthFlops": 23,
  "hpwl_mm": 2.01,
  "grt_overflow": 0,
  "rows": 29
}
## layout by cell type (no fill, tap or decap)
cell and count:
o21ai_0 4, or2_2 1, or3b_1 1, nand3_1 6, xor2_1 3, or3_1 2, ha_1 5, or4_4 1
a31o_2 1, nor4_2 1, clkinv_2 1, nand4bb_1 1, nand2b_1 1, nor3_1 5, inv_1 8, clkdlybuf4s50_1 24
nand3b_4 1, mux2i_1 2, clkbuf_8 3, a41o_1 1, nor2_1 23, nand4_1 3, nand3_2 1, dfxtp_1 23
a21oi_1 3, nand3b_1 1, xnor2_1 10, nand2_1 3, and4b_1 1, nor4_1 5, and3_1 5
## cell type report
cell class	instances	area share (%)
sequential	23	31.2
clock inverter	1	0.340
inverter	8	2.04
tap	77	6.54
clock buffer	3	2.80
timing repair buffer	24	16.3
multi-input combinational	91	40.7
## report_power, final
part           total (mW)  leakage [nW]  internal [mW]  switching [mW]
registers           0.210         0.186          0.206         0.00368
logic              0.0155         0.314        0.00871         0.00684
clock network       0.124        0.0255         0.0616          0.0620
total               0.349         0.526          0.276          0.0725
## flip-flops by register name (all words and copies together) (netlist names)
signal / flops
coord_y: 10
coord_x: 10
active_area: 1
h_sync: 1
v_sync: 1
## logic make-up (layout without fill, tap and decap cells)
kind of cell	Yosys count	in the layout	synth area share, %
adders and majority gates	5	5	5.64
buffers and inverters	12	36	4.29
xor gates and xnor gates	13	13	10.3
AOI/OAI and AO/OA	9	9	4.85
muxes	2	2	1.81
DFF	23	23	41.5
and+or+nand+nor	62	62	31.6
## final timing paths
path                         start                       to  cells past startpoint
min          coord_x[0]$_SDFF_PP0_    coord_x[0]$_SDFF_PP0_                      1
max          coord_x[4]$_SDFF_PP0_               coord_x[4]                      1
max reg2reg  coord_x[9]$_SDFF_PP0_  coord_y[0]$_SDFFE_PP0N_                      4
min reg2reg  coord_x[0]$_SDFF_PP0_    coord_x[0]$_SDFF_PP0_                      1
## per-layer routing
layer	share of wire [%]	track usage [%]	up-vias
li1	-	-	481
met1	52	7.70	393
met2	39	6.93	22
met3	8.1	2.36	2
met4	0.89	0.429	0
met5	0	0	-
## metrics by stage
step           hold WS, ns  cell area (um^2)
6_report             0.517              1470
5_1_grt              0.534              1470
4_1_cts              0.507              1470
3_5_place_dp         0.488              1430
3_3_place_gp         0.474              1430
2_1_floorplan        0.441              1110
Power and IR drop assume default switching activity.
