===== flow/run.sh =====
#!/bin/bash
# OpenROAD 26Q1-2900-gdf79404cd8, Yosys 0.63+post, stock flow scripts
make -C /OpenROAD-flow-scripts/flow DESIGN_CONFIG=/design/flow/config.mk WORK_HOME=/design/flow/orfs finish

===== flow/config.mk =====
export PLATFORM = sky130hd
export DESIGN_NAME = psRandom
export DESIGN_NICKNAME = psRandom
export VERILOG_FILES = /design/flow/design.v
export SDC_FILE = /design/flow/constraint.sdc
export NUM_CORES = 4
export LEC_CHECK = 1
export CORE_AREA = 10 10 70 70
export DIE_AREA = 0 0 80 80

===== flow/constraint.sdc =====
current_design psRandom

set clk_period 3.0
set clk_io_pct 0.2

create_clock -name clk0 -period $clk_period

set non_clock_inputs [all_inputs -no_clocks]
set_input_delay [expr $clk_period * $clk_io_pct] -clock clk0 $non_clock_inputs
set_output_delay [expr $clk_period * $clk_io_pct] -clock clk0 [all_outputs]

===== flow/design.v =====
`timescale 1ns / 1ps
module psRandom(
    input [7:0] seed,
    input [31:0] index,
    output [7:0] result
    );
    wire [7:0] stage1, stage2, data_in;
    assign data_in = seed ^ index[3:0] ^ index[7:4] ^ index[11:8] ^ index[15:12];
    assign stage1   = data_in ^ (data_in << 3);
    assign stage2   = stage1  ^ (stage1  >> 5);
    assign result = (stage2  ^ (stage2  << 2));
endmodule

==> flow_summary.yaml <==
# yosys + openroad results
run_status:
  status: "finished, final reports clean"
critical_path:
  crit_type: "in2out"
  cp-start-kind: "primary input"
  crit_required_ns: 2.40
  cp.arrival_ns: 2.27
  worstPathMaxFanout: 3
  endpoint_kind: "primary output"
synth:
  synth_area_per_cell_um2: 14.23
  syn_inst: 24
  yosys_area_um2: 341.6
  yosysWarnings: 0
  synth_cell_types: 6
  syn_area_um2: 341.6
  synth_seq_share: 0
  ys_cells: 24
drt:
  drt-wirelength-per-cell_um: 9.469
  routed_wl_mm: 1.070
  viasPerCell: 2.796
  drt_iter0_drc: 1
  vias: 316
  antenna_cells: 0
  ant_nets: 0
  first_pass_iters: 2
  drc: 0
place:
  pre_cts_ws_ns: -0.3197
  portBuffers: 32
  place_congestion: 0.7454
  dp_hpwl_um: 955.7
cells_and_area:
  n_clock_buffer: 0
  seq_area_um2: 0
  drive_above_1_share: 0.2836
  syn_to_final_growth_pct: 138.8
  n_sequential_cell: 0
timing:
  setup_viol: 0
  finalCritPeriodShare: 0.9564
  rsz0062_at_grt: "false"
  period_minus_slack_ns: 2.869
  timing.hold.ws_ns: 2.086
  worstMarginPinSlew_ns: 0.2650
  hold_viol: 0
  relSlewSlack: 0.8221
  fmax_ghz: 0.3485
  slew_violations: 0
  worst_slack_ns: 0.1309
clocking:
  holdBufCountCts: 0
global_route:
  antenna_found_initial: 0
  grt.total_usage: 0.03213
  grt_remaining_overflow: 0
  grt_pass1_wl_mm: 1.697
  grt_pass1_vias: 354
  grt_max_degree: 5
die:
  dieHeight_um: 80
  fp.dieW_um: 80
  rows: 21
  core-area_mm2: 0.003416
  initCoreUtil: 0.1000
  ios: 48
  die_area_mm2: 0.006400
pwr:
  ir_worst_vdd_mv: 0.1043
  p_leak_nw: 0.3828
  power_density_mw_per_mm2: 362.3
worst_hold_path:
  hp-class: "in2out"
job:
  warning_count: 48
  drv_cap: 0
## routing by layer
metal | vias up | share of wire | GRT usage
met3 | 0 | 0.16 | 0.01932
met2 | 18 | 0.43 | 0.05297
met5 | - | 0 | 0
met1 | 132 | 0.41 | 0.03714
met4 | 0 | 0 | 0
li1 | 166 | - | -
## where the power goes
group,switching [W],internal [W],leakage (nW)
Combinational,0.0000771,0.000219,0.383
Sequential,0,0,0
Clock,0,0,0
## logic make-up (layout without fill, tap and decap cells)
logic type / after synthesis / count (layout) / synth area share
xor gates and xnor gates: 24 / 24 / 1.000
buffers and inverters: 0 / 43 / 0
## synthesized netlist by cell type, drive strengths merged
library cell / n / area (µm²)
xnor2: 13 / 113.9
xnor3: 7 / 161.4
xor3: 2 / 48.79
xor2: 2 / 17.52
## per-stage QoR
stage                     cell area [µm²]  total power (W)  utilization  cells  TNS, ns
final                               815.8        0.0002956       0.2388    113        0
after global routing                815.8        0.0003271       0.2388    113        0
after CTS                           809.5        0.0003089       0.2370    112        0
after detailed placement            764.5        0.0003175       0.2238    108   -1.593
after global placement              764.5        0.0003190       0.2238    108   -1.576
after floorplan                     341.6        0.0001249            -     24        0
## cell type report
class	instances	area, µm²
tap	46	57.56
fill	382	2600
timing repair buffer	43	394.1
multi-input combinational	24	364.1
## critical path: stages
cell and delay [ns]:
clkdlybuf4s50_1 0.46, xnor3_2 0.42, xnor3_2 0.28, buf_4 0.15
xnor2_1 0.11, dlygate4sd2_1 0.25
## final timing paths
path                      start         to  slack [ns]  cells after the start
worst min-delay path    seed[5]  result[2]        2.09                      5
worst max-delay path  index[14]  result[0]        0.13                      6
## what timing repair did
| action | 4_1_cts | 5_1_grt |
|---|---|---|
| endpoints found under the setup margin | 8 | 3 |
| setup buffers | 4 | 1 |
| resized | 11 | 3 |
| pin swaps | 13 | 3 |
## cell usage in the layout, fill, tap and decap left out, drive strengths merged
master and count:
clkbuf 1, xor2 2, clkdlybuf4s50 24, dlymetal6s2s 1
clkdlybuf4s15 1, xnor2 13, xor3 2, buf 11
xnor3 7, dlygate4sd2 5
Power and IR drop assume default switching activity.
